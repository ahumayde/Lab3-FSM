`./run.sh`:
```
#!/bin/bash
# OpenROAD 26Q1-2900-gdf79404cd8, Yosys 0.63+post, stock flow scripts
make -C /OpenROAD-flow-scripts/flow DESIGN_CONFIG=/design/flow/config.mk WORK_HOME=/design/flow/orfs finish
```
`./config.mk`:
```
export PLATFORM = sky130hd
export DESIGN_NAME = top
export DESIGN_NICKNAME = top
export VERILOG_FILES = /design/flow/design.v
export SDC_FILE = /design/flow/constraint.sdc
export NUM_CORES = 4
export LEC_CHECK = 1
export CORE_AREA = 10 10 93 93
export DIE_AREA = 0 0 103 103
export SYNTH_HDL_FRONTEND = slang
```
`./design.v`:
```
module clktick #(
	parameter WIDTH = 16
)(
  input  logic             clk,       
  input  logic             rst,       
  input  logic             en,        
  input  logic [WIDTH-1:0] N,     	  
  output logic  		       tick       
);
logic [WIDTH-1:0] count;
always_ff @ (posedge clk)
    if (rst) begin
        tick <= 1'b0;
        count <= N;  
        end
    else if (en) begin
	    if (count == 0) begin
		    tick <= 1'b1;
		    count <= N;
	        end
	    else begin
		    tick <= 1'b0;
		    count <= count - 1'b1;
	        end
        end
endmodule
module f1_fsm #(
    parameter size = 8
)(
    input  logic            clk,
    input  logic            rst,
    input  logic            en,
    output logic [size-1:0] dout
);
typedef enum {S0,S1,S2,S3,S4,S5,S6,S7,S8} state;
state curr_state, next_state;
always_ff @(posedge clk)
    if (rst) curr_state <= S0;
    else     curr_state <= next_state;
always_comb
    if (en)
        case (curr_state)
            S0:      next_state = S1; 
            S1:      next_state = S2;
            S3:      next_state = S4;
            S2:      next_state = S3; 
            S4:      next_state = S5; 
            S5:      next_state = S6; 
            S6:      next_state = S7; 
            S7:      next_state = S8;
            S8:      next_state = S0;
            default: next_state = S0; 
        endcase
    else
        next_state = curr_state;
always_comb
    case (curr_state)
        S0:      dout = 8'b0;     
        S1:      dout = 8'b1;        
        S2:      dout = 8'b11;       
        S3:      dout = 8'b111;      
        S4:      dout = 8'b1111;     
        S5:      dout = 8'b11111;    
        S6:      dout = 8'b111111;   
        S7:      dout = 8'b1111111;  
        S8:      dout = 8'b11111111; 
        default: dout = 8'b0;
    endcase
endmodule
module top #(
    parameter Nsize = 16,
    parameter Dsize = 8
)(
    input  logic             clk,
    input  logic             rst,
    input  logic             en,
    input  logic [Nsize-1:0] N,
    output logic [Dsize-1:0] dout
);
logic tick;
clktick timer(
    .clk  (clk),
    .rst  (rst),
    .en   (en),
    .N    (N),
    .tick (tick)
);
f1_fsm fsm(
    .clk(clk),
    .rst(rst),
    .en(tick),
    .dout(dout)
);
endmodule;
```
`./constraint.sdc`:
```
current_design top

set clk_period 4.7
set clk_io_pct 0.2

create_clock -name clk0 -period $clk_period [get_ports {clk}]

set non_clock_inputs [all_inputs -no_clocks]
set_input_delay [expr $clk_period * $clk_io_pct] -clock clk0 $non_clock_inputs
set_output_delay [expr $clk_period * $clk_io_pct] -clock clk0 [all_outputs]
```
==> run summary <==
CTS resizes: 0
Tool warnings: 28
Final worst setup slack: 2110 ps
Overall power: 0.000666 W
Average wire per standard cell: 12.8 µm
RSZ-0062 raised after global routing: false
Fmax: 386 MHz
CTS Sinks: 33
Antenna Cells: 0
Vias in the first global route: 1219
# fillers: 686
Setup WS pre-CTS: 1870 ps
Worst hold path class: register to register
Gate Area: 688 µm²
Ys cells: 152
Layout cell share with drive strength beyond 1: 9.34%
Largest net degree at the start of global routing: 32
Slew headroom: 40.8%
First-pass GRT wire length: 5560 µm
Status: finished clean
Grt ovf: 0
Global Route Usage Sum: 6.62%
Yosys warnings: 0
R2R setup slack: 2450 ps
Syn avg cell area: 10.2 µm²
Tcrit/Tclk final: 55.1%
Post-CTS Hold Buffers: 0
Count of cell types in the netlist: 33
Site Rows: 30
Die width: 103 µm
Area Overhead vs Synth: 30.6%
DRT iter0 DRCs: 35
Root Driver: clkbuf_8
Sequential element share of the synthesized area: 52.9%
Synth Cell Area: 1550 µm²
TritonCTS Buffers: 5
Core Area: 6760 µm²
Post-route cell area: 2020 µm²
Routed Antenna Nets: 0
WS Path Type: input pin to register
Worst slew pin tran: 887 ps
DPL Wire Length: 2340 µm
Reported leakage power: 0.729 nW
Worst-Skew Late Latency: 290 ps
WHS Path Cells: 2
# DRC: 0
Die H: 103 µm
Hold Violations, Final: 0
Yosys chip area: 1550 µm²
Worst-path maximum fanout: 10
Power Density: 329 nW/µm²
Clock transition at path regs: 70 ps
Critical R2R Capture: timer.count[15]$_DFFE_PP_
Via/cell ratio: 4.42
Placed cell count: 254
CP startpoint: rst
Syn Inst Count: 152
CTS tree: done
# H-tree levels: 2
Final min period: 2590 ps
Placer Congestion: 0.815
Worst reg-to-reg path cell count: 4
Routed wire length: 3360 µm
Largest buffer count on any clock path: 2
FF+latch area: 821 µm²
Arr. time, crit path: 2820 ps
Final setup vio count: 0
PortBufs: 26
Setup tns final: 0 ps
Reg2Reg Launch Point: timer.count[4]$_DFFE_PP_
Maximum vdd drop: 0.204 mV
Element type at the critical path end: register
Hold path start: fsm.curr_state[1]$_SDFFE_PP0P_
Initial antenna violation count: 0
Io pins: 27
Post-CTS setup buffer count: 0
Fin. max-slew vios: 0
Register bit count reported by yosys: 33
FP Core Util: 22.9%
Vias: 1158
DRT Pass-1 Iters: 4
Post-Layout Cell Count: 262
Worst EP required: 4930 ps
CP Launch Type: input pin
Die area: 10600 µm²
Hold endpoint: fsm.curr_state[1]$_SDFFE_PP0P_
Max-cap violations: 0
Layout Skew: 4.48 ps
Placed Area: 1910 µm²
==> metrics by stage <==
stage | util, % | hold WS, ps
2_1_floorplan | - | 456
3_3_place_gp | 28.3 | 487
3_5_place_dp | 28.3 | 487
4_1_cts | 30.0 | 504
5_1_grt | 30.0 | 570
6_report | 30.0 | 493
==> how the worst max path moves through the flow <==
stage | cells past startpoint | slack, ps | end
CTS | 7 | 2160 | dout[6]$_DFF_P_
global route | 7 | 2030 | dout[6]$_DFF_P_
finish | 7 | 2110 | dout[6]$_DFF_P_
==> report_power, final <==
group	total (W)	switching, W	leakage [nW]	internal, W
registers	0.000336	0.0000157	0.295	0.000320
clock network	0.000271	0.000112	0.0587	0.000159
logic	0.0000593	0.0000268	0.376	0.0000325
==> final cells by class <==
type	count	share of cell area (%)
Clock buffer	5	3.40
Clock inverter	3	2.22
Inverter	7	1.30
Multi-Input combinational cell	106	34.0
Sequential cell	33	40.5
Tap cell	80	4.94
Timing Repair Buffer	28	13.6
==> layer usage <==
layer	track usage (%)	up-vias	share of wire, %
met4	0.642	0	0.45
met5	0	-	0
met1	8.81	538	49
met2	10.5	22	44
li1	-	595	-
met3	2.51	3	7.0
==> Yosys cell counts <==
library cell | count | area [µm²]
xor2_1 | 6 | 52.6
nor4b_1 | 1 | 8.76
nor4bb_1 | 1 | 10.0
or2_2 | 3 | 18.8
nand4_1 | 2 | 12.5
or3_1 | 3 | 18.8
dfxtp_1 | 17 | 340
a21o_1 | 3 | 22.5
mux2i_1 | 5 | 50.1
xnor2_1 | 7 | 61.3
edfxtp_1 | 16 | 480
or4_4 | 1 | 11.3
o21ai_0 | 3 | 15.0
nand2_1 | 3 | 11.3
a41oi_1 | 1 | 8.76
a31oi_1 | 2 | 12.5
nor2_1 | 25 | 93.8
nand2b_1 | 1 | 6.26
inv_1 | 7 | 26.3
or4_1 | 3 | 22.5
ha_1 | 5 | 62.6
nand3_1 | 3 | 15.0
nor3_1 | 4 | 20.0
o22ai_1 | 1 | 6.26
or3_4 | 1 | 11.3
mux2_2 | 1 | 11.3
nor3b_1 | 1 | 7.51
a21oi_1 | 14 | 70.1
nor4_1 | 3 | 18.8
o31ai_1 | 1 | 7.51
o21a_1 | 1 | 7.51
clkbuf_1 | 6 | 22.5
and2_1 | 1 | 6.26
==> cells in the final DEF (no fill, tap or decap), types with 2 or more instances in the layout <==
cell type	netlist	routed
inv_1	7	7
clkbuf_8	0	5
xnor2_1	7	7
nor2_1	25	25
dfxtp_1	17	17
nand3_1	3	3
or2_2	3	3
clkdlybuf4s50_1	0	26
a31oi_1	2	2
nor4_1	3	3
a21oi_1	14	14
a21o_1	3	3
nor3_1	4	4
o21ai_0	3	3
xor2_1	6	6
or4_1	3	3
ha_1	5	5
edfxtp_1	16	16
nand4_1	2	2
mux2i_1	5	5
buf_4	0	2
nand2_1	3	3
or3_1	3	3
==> cells by family after synthesis <==
family          after synthesis  synth area share [%]
flops                        33                  52.9
fa+ha+maj                     5                  4.04
xor+xnor                     13                  7.34
buf+inv                      13                  3.15
compound gates               26                  9.69
mux                           6                  3.95
simple gates                 56                  18.9
==> worst max-delay path, cell delays in order <==
cell and delay (ps):
clkdlybuf4s50_1 670, nor2_1 180, inv_1 90, ha_1 170, nor4bb_1 450, a21o_1 200, o21a_1 130
No activity file was given, so power comes from the tool's default toggle rates.
