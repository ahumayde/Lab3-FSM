### /design/flow/run.sh
#!/bin/bash
# OpenROAD 26Q1-2900-gdf79404cd8, Yosys 0.63+post, stock flow scripts
make -C /OpenROAD-flow-scripts/flow DESIGN_CONFIG=/design/flow/config.mk WORK_HOME=/design/flow/orfs finish
### /design/flow/constraint.sdc
current_design F1_fsm

set clk_period 2.3
set clk_io_pct 0.2

create_clock -name clk0 -period $clk_period [get_ports {clk}]

set non_clock_inputs [all_inputs -no_clocks]
set_input_delay [expr $clk_period * $clk_io_pct] -clock clk0 $non_clock_inputs
set_output_delay [expr $clk_period * $clk_io_pct] -clock clk0 [all_outputs]
### /design/flow/design.v
module F1_fsm #(
    parameter size = 8
)(
    input  logic            clk,
    input  logic            rst,
    input  logic            en,
    output logic [size-1:0] dout
);
typedef enum {S0,S1,S2,S3,S4,S5,S6,S7,S8} state;
state curr_state, next_state;
always_ff @(posedge clk)
    if (rst) curr_state <= S0;
    else     curr_state <= next_state;
always_comb
    if (en)
        case (curr_state)
            S0:      next_state = S1; 
            S1:      next_state = S2;
            S3:      next_state = S4;
            S2:      next_state = S3; 
            S4:      next_state = S5; 
            S5:      next_state = S6; 
            S6:      next_state = S7; 
            S7:      next_state = S8;
            S8:      next_state = S0;
            default: next_state = S0; 
        endcase
    else
        next_state = curr_state;
always_comb
    case (curr_state)
        S0:      dout = 8'b0;     
        S1:      dout = 8'b1;        
        S2:      dout = 8'b11;       
        S3:      dout = 8'b111;      
        S4:      dout = 8'b1111;     
        S5:      dout = 8'b11111;    
        S6:      dout = 8'b111111;   
        S7:      dout = 8'b1111111;  
        S8:      dout = 8'b11111111; 
        default: dout = 8'b0;
    endcase
endmodule
### /design/flow/config.mk
export PLATFORM = sky130hd
export DESIGN_NAME = F1_fsm
export DESIGN_NICKNAME = F1_fsm
export VERILOG_FILES = /design/flow/design.v
export SDC_FILE = /design/flow/constraint.sdc
export NUM_CORES = 4
export LEC_CHECK = 1
export CORE_AREA = 10 10 70 70
export DIE_AREA = 0 0 80 80
export SYNTH_HDL_FRONTEND = slang
==> reports/results.tsv <==
stage	metric	value	unit
cts	clock latency (worst-skew pair)	0.28	ns
cts	Clock Path Buffers	2	
cts	setup bufs post-CTS	0	
synth	top cell type by total area after synthesis	dfxtp_1	
floorplanning	Rows	21	
route	DR pass1 iterations	4	
synth	yosys warns	0	
final_timing	count of pins over their slew limit	0	
run	max-capacitance violation count	0	
grt	Tot GR Track Use	0.0302	
synth	top area contributor share	0.516	
grt	grt ovf	0	
route	DR iter-0 viols	17	
floorplanning	die height	80	um
floorplanning	fp util	0.182	
pwr	leakage power	0.340	nW
cts	clock transition at the registers of the reported paths	0.09	ns
pwr	Power Density	650	nW/um2
finish	register area	320	um2
run	tool warnings	28	
grt	largest net degree at the start of global routing	10	
cts	Inserted Clock Buffers	3	
synth	ys flops	16	
floorplanning	Chip Area	6400	um2
cts	Root Buffer	clkbuf_4	
synth	Avg Cell Area, Syn	11.5	um2
final_timing	Final TNS setup	0	ns
setup_path	Crit Path Class	in -> reg	
setup_path	Worst Path Arrival	2.05	ns
setup_path	crit end category	register	
synth	Mapped Area	621	um2
floorplanning	IO Pins	11	
finish	FILL cells	370	
finish	final core utilization	0.234	
route	Vias/cell	3.54	
final_timing	RSZ-0062 raised after global routing	no	
cts	Hold-fix buffers, CTS	0	
placement	Final Wtd Congestion	0.816	
final_timing	worst slew pin tran	0.371	ns
status	status	finished, final reports clean	
synth	yosys stat area	621	um2
finish	area grow syn2layout	28.6	%
setup_path	Max FO, Critical Path	6	
synth	ys cells	54	
route	DRC Markers	0	
pwr	Max IR drop VDD	0.133	mV
final_timing	Fin. Hold Viols	0	
route	Post-Route WL	1030	um
setup_path	WP data required	2.46	ns
grt	initial antenna violation count	0	
route	Routed Antenna Nets	0	
hold_path	Worst Hold Class	reg -> reg	
floorplanning	Core ar.	3420	um2
synth	biggest area cells	dfxtp_1 52%, ha_1 8.1%, buf_6 5.4%	
route	drt wl/cell	9.07	um
cts	cts repair resizes	0	
floorplanning	Die X	80	um
route	diode count	0	
grt	first-pass GRT wire length	1640	um
synth	Unique masters post-synth	22	
setup_path	Worst setup SP type	input port	
cts	TritonCTS clock tree	done	
final_timing	final setup vio count	0	
finish	fraction of layout cells with a size suffix above 1	0.209	
pwr	total power	0.519	mW
cts	Max H-tree Level	1	
final_timing	post-route minimum period	1.89	ns
finish	Gate Area	230	um2
final_timing	highest clock rate	528	MHz
final_timing	worst-case hold slack	0.509	ns
placement	input/output buffers	10	
final_timing	fin crit share	0.824	
route	detailed-route via count	400	
final_timing	Worst Skew	0.00391	ns
final_timing	Max-Slew Margin vs Limit	0.751	
placement	hpwl dp	782	um
synth	cell count after synthesis	54	
grt	vias in the first global route	375	
synth	Seq share, synth	0.516	
cts	Num Clock Sinks	16	
cells by family after synthesis:
| kind of cell | after synthesis | synth area share |
|---|---|---|
| and+or+nand+nor | 10 | 0.105 |
| buffers and inverters | 11 | 0.113 |
| muxes | 4 | 0.0706 |
| adders and majority gates | 4 | 0.0806 |
| DFF | 16 | 0.516 |
| AOI/OAI and AO/OA | 9 | 0.115 |
per-layer routing:
layer  up-vias  part of all wire  global-route usage
met5         -                 0                   0
met4         0             0.038              0.0176
met3         2             0.051             0.00568
met2        10              0.48              0.0498
met1       182              0.43              0.0356
li1        206                 -                   -
per-stage QoR:
step,cells,area [um2],setup slack [ns]
5_1_grt,113,798,0.263
2_1_floorplan,54,621,0.620
4_1_cts,113,798,0.403
3_5_place_dp,109,762,0.0985
6_report,113,798,0.406
3_3_place_gp,109,762,0.136
Yosys cell counts (all sizes together):
| cell | count |
|---|---|
| mux2i | 4 |
| nor2 | 3 |
| inv | 7 |
| nand4bb | 1 |
| dfxtp | 16 |
| nor3b | 1 |
| o21ai | 1 |
| and4 | 1 |
| buf | 4 |
| a211oi | 2 |
| and2 | 1 |
| ha | 4 |
| o31ai | 3 |
| or2 | 3 |
| a31oi | 3 |
placed cells by master, fill, tap and decap left out:
cell type,instances
mux2i_2,1
clkbuf_4,3
and4_1,1
buf_4,3
a31oi_1,3
a211oi_1,1
o31ai_2,1
inv_1,5
o31ai_1,2
dfxtp_1,16
nand4bb_1,1
inv_6,1
a211oi_2,1
clkbuf_8,1
ha_1,4
clkdlybuf4s50_1,10
and2_2,1
nor2_1,3
nor3b_1,1
inv_2,1
or2_2,1
mux2i_1,3
or2_1,2
o21ai_0,1
critical path, cell delays in order:
cell and delay, ns:
clkdlybuf4s50_1 0.54, mux2i_1 0.09, or2_1 0.30, ha_1 0.23, a211oi_1 0.35, a31oi_1 0.08
final timing paths:
kind | start | end | slack, ns | cells after the start
worst max-delay path | en | dout[0]$_DFF_P_ | 0.41 | 6
worst min-delay path | register | curr_state[0]$_SDFFE_PP0P_ | 0.51 | 2
worst max register to register | register | dout[0]$_DFF_P_ | 0.85 | 5
worst min register to register | register | curr_state[0]$_SDFFE_PP0P_ | 0.51 | 2
cell type report:
type | count | area share
clock buffer | 4 | 0.0455
inverter | 7 | 0.0392
multi-input combinational | 27 | 0.288
sequential | 16 | 0.401
tap | 46 | 0.0721
timing repair buffer | 13 | 0.154
report_power, final:
group          switching [mW]  leakage [nW]  internal, mW
Sequential            0.00346         0.130         0.291
Combinational          0.0209         0.189        0.0280
Clock                  0.0794        0.0210        0.0962
Power figures rest on the tool's default switching activity, not on a simulated workload.
