## /design/flow/constraint.sdc

```tcl
current_design delay

set clk_period 3.2
set clk_io_pct 0.2

create_clock -name clk0 -period $clk_period [get_ports {clk}]

set non_clock_inputs [all_inputs -no_clocks]
set_input_delay [expr $clk_period * $clk_io_pct] -clock clk0 $non_clock_inputs
set_output_delay [expr $clk_period * $clk_io_pct] -clock clk0 [all_outputs]
```

## /design/flow/design.v

```verilog
module delay #(
	parameter WIDTH = 7     
)(
    input   logic               clk,         
    input   logic               rst,         
    input   logic               trigger,     
    input   logic [WIDTH-1:0]   K,           
    output  logic               time_out     
);
    logic [WIDTH-1:0]   count = {WIDTH{1'b0}};             
    typedef enum {IDLE, COUNTING, TIME_OUT, WAIT_LOW}  my_state;
    my_state current_state, next_state;
    always_ff @(posedge clk)
        if (rst | trigger | count=={WIDTH{1'b0}}) count <= K - 1'b1;
        else                                count <= count - 1'b1;
    always_ff @(posedge clk)
        if (rst)    current_state <= IDLE;
        else        current_state <= next_state; 
    always_comb
        case (current_state)
            IDLE:       if (trigger==1'b1)  next_state = COUNTING;
                        else    next_state = current_state;
            COUNTING:   if (count=={WIDTH{1'b0}}) next_state = TIME_OUT;
                        else    next_state = current_state;
            TIME_OUT:   if (trigger==1'b1)  next_state = WAIT_LOW;
                        else    next_state = IDLE;
            WAIT_LOW:   if (trigger==1'b0)  next_state = IDLE;
                        else    next_state = current_state;
            default: next_state = IDLE;
        endcase
    always_comb
        case (current_state)
            IDLE:       time_out = 1'b0;
            COUNTING:   time_out = 1'b0;
            TIME_OUT:   time_out = 1'b1;
            WAIT_LOW:   time_out = 1'b0;
            default:    time_out = 1'b0;
        endcase
endmodule
```

## /design/flow/run.sh

```bash
#!/bin/bash
# OpenROAD 26Q1-2900-gdf79404cd8, Yosys 0.63+post, stock flow scripts
make -C /OpenROAD-flow-scripts/flow DESIGN_CONFIG=/design/flow/config.mk WORK_HOME=/design/flow/orfs finish
```

## /design/flow/config.mk

```make
export PLATFORM = sky130hd
export DESIGN_NAME = delay
export DESIGN_NICKNAME = delay
export VERILOG_FILES = /design/flow/design.v
export SDC_FILE = /design/flow/constraint.sdc
export NUM_CORES = 4
export LEC_CHECK = 1
export CORE_AREA = 10 10 70 70
export DIE_AREA = 0 0 80 80
export SYNTH_HDL_FRONTEND = slang
```

==> run summary <==
Implementation progress

The run finished with clean final reports. The sum of negative setup slack stands at 0 ns. Once the floorplan was initialized, standard cells occupied about 16% of the core.

The critical path ends at count[6]. The final tally of hold violations stands at 0. The aggregate global routing overflow stands at 0. The measured slew at the worst slew-check pin stands at around 0.42 ns.

The required time reported for the critical path endpoint stands at around 3.3 ns. After clock tree synthesis, the repair step resized 0 gates. The number of max-slew violations in the final report stands at 0. The via count stands at a little under 500.

In the post-synthesis netlist, the cell with the most instances is sky130_fd_sc_hd__dfxtp_1. The pin count of the biggest net entering global routing stands at 10. The chip area estimate from yosys synthesis stands at approximately 560 sq um.

The critical path in this run is classified as primary input to register. The longest incremental delay of any stage on the critical path is reported as approximately 0.52 ns. The worst vdd rail ir drop stands at between 150 and 200 uV. The number of levels in the clock H-tree stands at 1. CTS reports a maximum clock tree buffer depth of 2. STA lists the endpoint of the worst register-to-register path as count[6]. Cells fill 21.6% of the core in the end. The most critical min-delay path falls under register to register. Hold repair after CTS inserted 0 buffers. Each instance of the synthesized netlist takes up on average 9.08 sq um. The global routing report lists combined usage of all routing layers as under 10%. Input and output buffers added on the ports amount to 10. The pre-antenna-repair detailed-routing pass consisted of 4 iterations. CTS placed an instance of sky130_fd_sc_hd__clkbuf_4 at the clock tree root. The synthesis-stage register bit count stands at 11. The registers of the reported paths see a clock transition of roughly 0.070 ns. TritonCTS built the clock tree.

For this design the ratio of total power to cell area is around 440 nW/um^2. The remaining antenna violation count stands at 0. The die boundary height stands at approximately 80 um. Detailed placement ended at an HPWL of around 950 um. Ranked by instance count, the synthesized netlist is headed by sky130_fd_sc_hd__dfxtp_1 (11), sky130_fd_sc_hd__a22oi_1 (5), sky130_fd_sc_hd__nor2_1 (5), sky130_fd_sc_hd__nor3_1 (5), sky130_fd_sc_hd__xnor2_1 (3).

Cells with a size suffix above 1 make up between 8 and 9% of the layout. After filler insertion, the fill cell instance count of the layout stands at 384. The number of enable-type register cells in the synthesized netlist stands at 0. Across all register-to-register paths, the minimum setup slack is roughly 1.0 ns.

The number of unique standard cell types used by synthesis stands at 31. The global-route wire length before repair stands at roughly 1900 um. For the worst reg-to-reg path, the startpoint reported by OpenROAD is count[3]. The report counts max-capacitance violations totalling 0.

The worst setup path is launched from a primary input. The share of the clock period used by the worst path after layout stands at about four fifths. Among all stages on the critical path, the largest delay is contributed by sky130_fd_sc_hd__clkdlybuf4s50_1. The final count of negative-setup-slack endpoints stands at 0. The length in cells of the worst reg-to-reg path stands at 7. The number of warning messages in the yosys log stands at 0.

Setup slack closes at 0.596 ns. The congestion estimate from routability-driven global placement came to between 0.7 and 0.8. Prior to clock tree synthesis, the placed netlist has a worst setup slack of about 0.35 ns.

The number of buffers created by CTS stands at 3. The script logs the mean routed wire length per placed instance as between 10 and 15 um. During I/O placement, the number of pins put on the boundary was 11.

The count of unresolved DRC violations after routing stands at 0. The proportion of netlist area held by the largest area contributor stands at 39.1%. Setup repair after global routing left no endpoint under its margin.

The standby leakage power stands at ~0.26 nW. The number of antenna repair diodes stands at 0. The post-synth design cell area stands at approximately 560 sq um. Once the clock tree was built, the setup fixing pass inserted 0 buffers. The main area contributors are sky130_fd_sc_hd__dfxtp_1 (39%), sky130_fd_sc_hd__a22oi_1 (6.7%), sky130_fd_sc_hd__xnor2_1 (4.7%). Across the routed clock network, the largest skew measured is about 0.0014 ns. The critical path data arrival time stands at 2.74 ns. The cell count after synthesis came out at 62.

The clock sink total stands at 11. OpenROAD emitted warnings numbering 25. The worst-case headroom to the max-slew limit stands at between 70% and 80%.

The initial antenna violation count was 0. The via count of the first global-routing pass is 438. The area growth from synthesis to layout is 31.1%. sky130_fd_sc_hd__dfxtp_1 takes more of the synthesized area than any other cell. In the Yosys report, the sequential cells make up 39.1% of the chip area. Of all flip-flops after synthesis, the portion carrying an async set or reset was 0%. The critical-path maximum fanout stands at 9. The final timing report derives a shortest allowable period of between 2 and 3 ns.

The number of vias per cell stands at approximately 4.1. Among all flip-flop cells after synthesis, the most frequent one is sky130_fd_sc_hd__dfxtp_1. The row count stands at 21. The clock latency reported for the late side of the worst-skew pair stands at ~0.26 ns.

The floorplan die width stands at roughly 80 um. For reference, the critical path cell chain is clkdlybuf4s50_1, nor2_2, o21ai_4, a22oi_1, ha_1, o21ai_1, a2111oi_1, xnor2_1. The area of the die stands at 6400 sq um. The total wire length after detailed routing stands at 1210 um. Detailed-route iteration 0 reported a violation count of 18. Per the Yosys statistics, synthesis produced 62 cells. Per STA, the startpoint of the critical path is rst.

The area of the core stands at ~3400 sq um. The worst setup path is captured at a register. Per the timing report, the achievable frequency comes out to about 380 MHz.
[metrics by stage]
step           power, mW  cells  hold WS (ns)  instance area (sq um)
3_5_place_dp       0.235    116         0.466                    712
4_1_cts            0.328    120         0.476                    738
6_report           0.323    120         0.472                    738
3_3_place_gp       0.233    116         0.460                    712
5_1_grt            0.343    120         0.486                    738
2_1_floorplan      0.211     62         0.445                    563
[power breakdown]
part,switching [mW],leakage [nW],internal (mW)
clock network,0.0428,0.0150,0.0481
logic,0.0317,0.150,0.0337
registers,0.0136,0.0919,0.153
total,0.0881,0.257,0.235
[final cells by class]
type / count / area (sq um) / area share (%)
Multi-Input combinational cell: 47 / 327 / 44.2
Timing Repair Buffer: 10 / 100 / 13.6
Inverter: 2 / 7.51 / 1.02
Tap cell: 46 / 57.6 / 7.80
Clock buffer: 4 / 26.3 / 3.56
Sequential cell: 11 / 220 / 29.8
[how the worst min path moves through the flow]
stage | slack [ns] | start | endpoint | cells after the start
CTS | 0.48 | current_state[2] | current_state[1] | 1
global route | 0.49 | current_state[2] | current_state[1] | 1
finish | 0.47 | count[3] | count[3] | 2
[registers in the layout, summed over array words and instances, names as in the netlist]
| register | flops |
|---|---|
| count | 7 |
| current_state | 4 |
[logic make-up (layout without fill, tap and decap cells)]
group | Yosys count | count (layout) | share of synthesized area (%)
and+or+nand+nor | 21 | 21 | 20.0
AOI/OAI and AO/OA | 19 | 19 | 26.0
DFF | 11 | 11 | 39.1
xor gates and xnor gates | 4 | 4 | 6.22
buffers and inverters | 4 | 16 | 2.89
muxes | 2 | 2 | 3.56
adders and majority gates | 1 | 1 | 2.22
[layout by cell type, fill, tap and decap left out, drive strengths merged, types with 3 or more instances in the layout]
cell type / Yosys / routed
clkdlybuf4s50: 0 / 10
nor3: 5 / 5
xnor2: 3 / 3
dfxtp: 11 / 11
nor2: 6 / 6
a22oi: 5 / 5
or2: 3 / 3
clkbuf: 1 / 4
o21ai: 3 / 3
[critical path: cells and delay by family]
kind,cells,cell delay [ns]
AND-OR/OR-AND,4,0.84
buffers and inverters,1,0.52
AND/OR/NAND/NOR,1,0.40
adder cells (fa/ha/maj),1,0.22
XOR/XNOR,1,0.13
[metal layers]
metal	wire length (um)	part of all wire, %	up-vias	global-route usage (%)
met3	99	8.2	2	2.61
met4	10	0.83	0	0.352
li1	-	-	259	-
met1	682	57	211	5.25
met2	413	34	16	3.93
met5	0	0	-	0
Power figures rest on the tool's default switching activity, not on a simulated workload.
